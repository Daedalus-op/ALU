==> flow/config.mk <==
export PLATFORM = sky130hd
export DESIGN_NAME = alu
export DESIGN_NICKNAME = alu
export VERILOG_FILES = /design/flow/design.v
export SDC_FILE = /design/flow/constraint.sdc
export NUM_CORES = 4
export LEC_CHECK = 1
export CORE_AREA = 10 10 70 70
export DIE_AREA = 0 0 80 80
==> flow/design.v <==
module shift #(parameter N = 4)(
  input dir,
  input clk,
  input inp,
  input [N - 1:0] a,
  output [N - 1:0] y
);
reg [N - 1:0] cache;  
shift1 #(N) u_sh(dir, cache, y);
always @(inp) begin
  cache <= a;
end
always @(posedge clk) begin
  if (inp == 0) begin
    cache <= y;
  end
end
endmodule
module shift1 #(parameter N = 4) (
  input dir,
  input [N - 1:0] a,
  output reg [N - 1:0] y
);
reg [N - 1:0] i;
always @(*) begin
  if (dir == 1'b1) begin
    for (i = 0; i < N - 1; i = i + 1) begin
      y[i] = a[i + 1];
    end
    y[N - 1] = 1'b0;
  end
  else if (dir == 1'b0) begin
    for (i = N - 1; i > 0; i = i - 1) begin
      y[i] = a[i - 1];
    end
    y[0] = 1'b0;
  end
end
endmodule
module ands #(
    parameter N = 4
) (
    input  [N - 1:0] a,
    input  [N - 1:0] b,
    output [N - 1:0] y
);
  genvar i;
  for (i = 0; i < N; i = i + 1) begin
    and (y[i], a[i], b[i]);
  end
endmodule
module ors #(
    parameter N = 4
) (
    input  [N - 1:0] a,
    input  [N - 1:0] b,
    output [N - 1:0] y
);
  genvar i;
  for (i = 0; i < N; i = i + 1) begin
    or (y[i], a[i], b[i]);
  end
endmodule
module nots #(
    parameter N = 4
) (
    input  [N - 1:0] a,
    output [N - 1:0] y
);
  genvar i;
  for (i = 0; i < N; i = i + 1) begin
    not (y[i], a[i]);
  end
endmodule
module rca (
  input a,b,cin,
  output s,cout
);
  wire p,g;
  assign p = a^b;
  assign g = a&b;
  assign s = p^cin;
  assign cout = g|cin&p;
endmodule
module rca_add #(
    parameter N = 4
) (
    input [N-1:0] a,
    input [N-1:0] b,
    output [N-1:0] s,
    output ovf
);
  wire [N:0] c;
  assign c[0] = 0;
  genvar i;
  for (i = 0; i < N; i = i + 1) begin
    rca u1 (
        a[i],
        b[i],
        c[i],
        s[i],
        c[i+1]
    );
  end
  assign ovf = c[N];
endmodule
module array_mul #(
    parameter N = 4
) (
    input clk,
    input inp,
    input [N - 1:0] a,
    input [N - 1:0] b,
    inout [2 * N - 1:0] y
);
  wire [N - 1:0] pp[N - 1:0];   
  wire [2 * N - 1:0] pps[N - 1:0];   
  wire [2 * N - 1:0] to_reg;   
  reg [2 * N - 1:0] from_reg;   
  reg [2 * N - 1:0] from_pps;   
  reg [N - 1:0] ct = 0;   
  genvar i;
  for (i = 0; i < N; i = i + 1) begin
    ands #(N) u1 (
        {N{a[i]}},
        b,
        pp[i]
    );   
    assign pps[i] = {{N{1'b0}}, pp[i]} << i;   
  end
  always @(posedge inp) begin
    from_reg <= 0;
    from_pps <= pps[0];
    ct <= 0;
  end
  rca_add #(2 * N) ua (
      from_reg,
      from_pps,
      to_reg,
      _
  );
  always @(posedge clk) begin
    if (ct < N) begin
      from_reg <= to_reg;
      from_pps <= pps[ct];
      ct <= ct + 1;
    end
  end
  assign y = from_reg;
endmodule
module alu #(
    parameter N = 8
) (
    input inp,   
    input clk,
    input [2:0] op,   
    input [N - 1:0] a,
    input [N - 1:0] b,
    output reg [N - 1:0] y_ext,
    output reg [N - 1:0] y,
    output reg flg   
);
  wire bor, ovf;
  wire [N - 1:0] r_sum, r_diff, r_and, r_or, r_not, r_lshift, r_rshift;
  wire [2 * N - 1:0] r_prod;
  rca_add #(N) u_add (
      a,
      b,
      r_sum,
      ovf
  );
  rca_add #(N) u_sub (
      a,
      -b,
      r_diff,
      bor
  );
  ands #(N) u_and (
      a,
      b,
      r_and
  );
  ors #(N) u_or (
      a,
      b,
      r_or
  );
  nots #(N) u_not (
      a,
      r_not
  );
  shift #(N) u_lshifter (
      1'b0,
      clk,
      inp,
      a,
      r_lshift
  );   
  shift #(N) u_rshifter (
      1'b1,
      clk,
      inp,
      a,
      r_rshift
  );   
  array_mul #(N) u_mul (
      clk,
      inp,
      a,
      b,
      r_prod
  );
  always @(*) begin
    case (op)
      3'b000: begin
        y_ext = {N{1'b0}};
        y = r_sum;
        flg = ovf;
      end
      3'b001: begin
        y_ext = {N{1'b0}};
        y = r_diff;
        flg = bor;
      end
      3'b010: begin
        y_ext = {N{1'b0}};
        y = r_and;
      end
      3'b011: begin
        y_ext = {N{1'b0}};
        y = r_or;
      end
      3'b100: begin
        y_ext = {N{1'b0}};
        y = r_not;
      end
      3'b101: begin
        y_ext = {N{1'b0}};
        y = r_lshift;
      end
      3'b110: begin
        y_ext = {N{1'b0}};
        y = r_rshift;
      end
      3'b111:  {y_ext, y} = r_prod;
      default: y = 0;
    endcase
  end
endmodule
==> flow/run.sh <==
#!/bin/bash
# OpenROAD 26Q1-2900-gdf79404cd8, Yosys 0.63+post, stock flow scripts
make -C /OpenROAD-flow-scripts/flow DESIGN_CONFIG=/design/flow/config.mk WORK_HOME=/design/flow/orfs finish
==> flow/constraint.sdc <==
current_design alu

set clk_period 2.4
set clk_io_pct 0.2

create_clock -name clk0 -period $clk_period [get_ports {clk}]
create_clock -name clk1 -period $clk_period [get_ports {inp}]

set non_clock_inputs [all_inputs -no_clocks]
set_input_delay [expr $clk_period * $clk_io_pct] -clock clk0 $non_clock_inputs
set_output_delay [expr $clk_period * $clk_io_pct] -clock clk0 [all_outputs]
==> run_results.csv <==
group,metric,value,unit
status,status,"aborted with a tool error",
status,failed_stage,"1_2_yosys",
status,error,"ERROR: Found 8 problems in 'check -assert'.",
logic_synthesis,synth_top_cell_by_count,"buf_4",
logic_synthesis,yosys.area.top_type,"buf_4",
logic_synthesis,ys_seq_frac,0,
logic_synthesis,synthDominantCellAreaShare,0.2720,
logic_synthesis,common_cells,"17 x buf_4, 9 x nor2_1, 6 x a21oi_1, 5 x clkbuf_1, 5 x inv_1",
logic_synthesis,yosys-stat-cells,73,
logic_synthesis,ys_chip_area,469.2,um^2
logic_synthesis,topCellsByArea,"buf_4 27%, nor2_1 7.2%, a21oi_1 6.4%, mux2i_1 4.3%, clkbuf_1 4.0%",
logic_synthesis,ys_types,28,
logic_synthesis,ys_warn_count,6,
## logic make-up after synthesis
kind of cell / after synthesis / share of synthesized area
and+or+nand+nor: 20 / 0.2320
muxes: 2 / 0.04267
buffers and inverters: 27 / 0.3520
AOI/OAI and AO/OA: 22 / 0.3387
other: 1 / 0.007992
adders and majority gates: 1 / 0.02666
